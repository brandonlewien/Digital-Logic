$ cat ./design.v
module Logical(x,y,z,choose);
	input[3:0] x;
	input[3:0] y;
	output[7:0] z;
	input[1:0] choose;
	wire[7:0] notgate;
	wire[3:0] andgate, orgate, xorgate;
	andgate and1(x,y,andgate);
	orgate or1(x,y,orgate);
	xorgate xor1(x,y,xorgate);
	notgate not1(x,notgate);
	Multiplexer compare(andgate,orgate,xorgate,notgate,choose,z);
endmodule
module andgate(x,y,z);
	input[3:0] x;
	input[3:0] y;
	output[3:0] z;
	assign z = x & y;
endmodule
module orgate(x,y,z);
	input[3:0] x;
	input[3:0] y;
	output[3:0] z;
	assign z = x | y;
endmodule
module xorgate(x,y,z);
	input[3:0] x;
	input[3:0] y;
	output[3:0] z;
	assign z = x ^ y;
endmodule
module notgate(x,z);
	input[7:0] x;
	output[7:0] z;
	assign z = ~x;
endmodule
module Multiplexer(in0,in1,in2,in3,set,out);
	input [7:0] in0,in1,in2,in3;
	input[1:0] set;
	output [7:0] out;
	reg [7:0] temp;
	always@(*)
	begin
		case(set)
			2'b00 : temp = in0;
			2'b01 : temp = in1;
			2'b10 : temp = in2;
			2'b11 : temp = in3;
		endcase
	end
	assign out = temp;
endmodule
$ cat ./run.sh
#!/bin/bash
# OpenROAD 26Q1-2900-gdf79404cd8, Yosys 0.63+post, stock flow scripts
make -C /OpenROAD-flow-scripts/flow DESIGN_CONFIG=/design/flow/config.mk WORK_HOME=/design/flow/orfs finish
$ cat ./config.mk
export PLATFORM = sky130hd
export DESIGN_NAME = Logical
export DESIGN_NICKNAME = Logical
export VERILOG_FILES = /design/flow/design.v
export SDC_FILE = /design/flow/constraint.sdc
export NUM_CORES = 4
export LEC_CHECK = 1
export CORE_AREA = 10 10 70 70
export DIE_AREA = 0 0 80 80
$ cat ./constraint.sdc
current_design Logical

set clk_period 1.2
set clk_io_pct 0.2

create_clock -name clk0 -period $clk_period

set non_clock_inputs [all_inputs -no_clocks]
set_input_delay [expr $clk_period * $clk_io_pct] -clock clk0 $non_clock_inputs
set_output_delay [expr $clk_period * $clk_io_pct] -clock clk0 [all_outputs]
==> git commit body <==
Record implementation results from latest flow run

* Result of the run: finished with violations
- Violated checks: negative setup slack
- Crit-path leading delay family: multiplexers
- Clock buffers in the final layout number 0.
- Boundary Pins: 18
- Row generation in the floorplan step produced 21 rows.
- Number of violations of the max-capacitance limit: 0
* Number of buffer and inverter instances along the worst setup path: 3
- The die covers 6400 um^2.
* Crit. End Element: output pin
- Total power per unit cell area: 278.2 nW/um^2
- First-pass GRT wire length: between 1000 and 1500 um
* Number of fill cells: 384
- Highest ir drop seen on vdd: 0.04380 mV
* Mean Syn Cell Area: 10.01 um^2
* Most prevalent standard cell on the critical path: sky130_fd_sc_hd__buf_6
- Final wirelength: 854 um
* Data arrival time of the critical path: 1.16 ns
- Remaining number of nets flagged by the antenna check after routing: 0
- After synthesis, flip-flops and latches occupy 0% of the total area.
- Per the OpenROAD power report, leakage power amounts to 0.2792 nW.
- Crit start category: primary input
* Total number of vias: 257
* Max-slew violation count: 0
- Number of detailed-route iterations in the first pass: 3
- According to the floorplan report, the die height is around 80 um.
* Number of antenna violations at the first check in global routing: 0
- Routed via count divided by cell count: 2.734
- Dpl ws: -1.006 ns
- Yosys-reported design area after synthesis: around 280 um^2
- Area of the core: ~3400 um^2
* Die boundary width: 80 um
- Looking at the critical path, the single cell with the biggest stage delay is sky130_fd_sc_hd__mux4_2.
- Depth of the worst hold-timing path: 3
- The largest single stage delay on the critical path is 0.44 ns.
- The slew check shows that the tightest pin keeps a relative margin of 94.47%.
- Yosys mapped the design onto 5 distinct sky130hd cell types.
- WL per Instance: slightly above 9 um
- Total global routing track utilization: 2.135%
* Final Hold Fails: 0
- The number of global-route vias before repair was 256.
- Antenna diode count: 0
- Global route overflow: 0
- Top library cells by usage in the layout, fill and taps aside: sky130_fd_sc_hd__inv_4 (8), sky130_fd_sc_hd__buf_6 (7), sky130_fd_sc_hd__buf_8 (6)
* Source of the critical timing path: y[2]
- RSZ-0062 raised after global routing: yes
- Classification of the worst-slack hold path: in -> out
- Pin count of the biggest net entering global routing: 5
- Detailed placement finished with a half-perimeter wire length of roughly 640 um.
- In this run the most critical hold path is launched from choose[1].
- In the post-route analysis, the smallest setup slack over all paths is -0.1958 ns.
* Required time at the endpoint of the critical path: 0.96 ns
- Derived from the worst setup path, the maximum achievable clock frequency is 716.4 MHz.
* Critical Path Fanout Max: 2
* Number of placed cells counting well taps: roughly 92
- There are 0 flip-flops and latches.
- Fraction of layout cells with a size suffix above 1: 77.08%
- The tool warning count for the run is 38.
* Tcrit/Tclk final: 116.3%
- Final RePlAce weighted congestion: 0.7285
- The area taken by multi-input combinational cells is reported as about 260 um^2.
- In the final report, the number of endpoints failing setup comes to 4.
- Detailed-route DRC error count: 0
- From synthesis to final layout, the design area changed by 122.3%.
- For this block, the initial DRC count from the detailed router was 6.
- Hold worst-path end: z[0]
* Synth Instances: 28
- Cells fill 18.24% of the core in the end.
* Post-layout instance count excluding filler cells: 94
- The report lists the cells along the critical path as buf_6, buf_6, ha_4, mux4_2, buf_2.
* Cell Area, Synth: 280.3 um^2
- The layout report lists the combined flip-flop and latch area as 0 um^2.
* Pre-placement core utilization: 8.205%
- At the pin with the least slew margin, the transition time is 0.08295 ns.
* Min Clock Period, post-route: 1.396 ns
- Yosys warns: 5
- Port Buffers: 18
- The worst setup path is of the in -> out kind.
- Top cell excl fill/tap: sky130_fd_sc_hd__inv_4
* Cell count in the Yosys report: 28
-- synth_stat cells --
cell	instances	share of area, %
sky130_fd_sc_hd__mux4_1	4	37
sky130_fd_sc_hd__ha_1	8	36
sky130_fd_sc_hd__inv_1	12	16
sky130_fd_sc_hd__buf_4	3	8.0
sky130_fd_sc_hd__and2_2	1	2.7
-- per-layer routing --
metal / vias to the layer above / track usage [%] / wire (um)
li1: 125 / - / -
met1: 118 / 2.876 / 347
met2: 14 / 2.970 / 364
met3: 0 / 1.364 / 143
met4: 0 / 0 / 0
met5: - / 0 / 0
-- power breakdown --
group          leakage, nW  switching [mW]  internal [mW]
logic                0.279          0.0574          0.116
registers                0               0              0
clock network            0               0              0
total                0.279          0.0574          0.116
-- final cells by class --
| class | instances | area share, % |
|---|---|---|
| Inverter | 12 | 10.44 |
| Multi-Input combinational cell | 13 | 41.97 |
| Tap cell | 46 | 9.237 |
| Timing Repair Buffer | 23 | 38.35 |
-- how the worst max path moves through the flow --
stage,endpoint,slack (ns),cells after the start
after global routing,z[2],-0.23,5
final,z[2],-0.20,5
after CTS,z[1],-0.23,5
-- logic make-up (layout without fill, tap and decap cells) --
kind of cell  Yosys count  after routing  synth area share [%]
buf+inv                15             35                 24.11
fa+ha+maj               8              8                 35.72
simple gates            1              1                 2.680
mux                     4              4                 37.50
-- per-stage QoR --
| stage | hold WS (ns) | power, mW | setup TNS [ns] | area [um^2] |
|---|---|---|---|---|
| final | 0.8490 | 0.1733 | -0.7451 | 623.1 |
| after global routing | 0.8633 | 0.1949 | -0.8631 | 623.1 |
| after CTS | 0.8443 | 0.1540 | -0.8291 | 563.0 |
| after detailed placement | 1.665 | 0.1413 | -6.518 | 514.2 |
| after global placement | 1.656 | 0.1401 | -6.476 | 514.2 |
| after floorplan | 0.5664 | 0.04746 | 0 | 276.5 |
-- timing repair --
action | in CTS | in global routing
buffers inserted | 1 | 1
hold buffers | 0 | 0
resized | 89 | 13
setup endpoints to repair | 8 | 4
gates cloned | 0 | 0
pin swaps | 4 | 3
Power is estimated from default activity; no workload was simulated.
