[./design.v]
module Comparison(x,y,choose,z);
	input[3:0] x;
	input[3:0] y;
	input[1:0] choose;
	output[3:0] z;
	wire[3:0] isequal;
	wire[3:0] isgreater;
	wire[3:0] isless;
	wire[3:0] ismax;
	isequal equal(x,y,isequal);
	isgreater greater(x,y,isgreater);
	isless less(x,y,isless);
	ismax max(x,y,ismax);
	Multiplexer compare(isequal,isgreater,isless,ismax,choose,z);
endmodule
module isequal(x,y,both);
	input[3:0] x;
	input[3:0] y;
	output reg both = 1'b0;
	wire hold = (x == y);
	always@(*)
	begin
	if(hold == 1)
		both = 4'b0001;
	else
		both = 4'b0000;
	end
endmodule
module isgreater(x,y,z);
	input[3:0] x;
	input[3:0] y;
	output reg[3:0] z;
	assign both = x > y;
	always@(*)
	if(both == 1)
		z = 4'b0001;
	else
		z = 4'b0000;
endmodule
module isless(x,y,z);
	input[3:0] x;
	input[3:0] y;
	output reg[3:0] z;
	wire both;
	assign both = x < y;
	always@(*)
	if(both == 1)
		z = 4'b0001;
	else
		z = 4'b0000;
endmodule
module ismax(x,y,z);
	input[3:0] x;
	input[3:0] y;
	output [3:0] z;
	assign z = x^((x^y)&-(x<y));
endmodule
module Multiplexer(in0,in1,in2,in3,set,out);
	input [7:0] in0,in1,in2,in3;
	input[1:0] set;
	output [7:0] out;
	reg [7:0] temp;
	always@(*)
	begin
		case(set)
			2'b00 : temp = in0;
			2'b01 : temp = in1;
			2'b10 : temp = in2;
			2'b11 : temp = in3;
		endcase
	end
	assign out = temp;
endmodule
[./run.sh]
#!/bin/bash
# OpenROAD 26Q1-2900-gdf79404cd8, Yosys 0.63+post, stock flow scripts
make -C /OpenROAD-flow-scripts/flow DESIGN_CONFIG=/design/flow/config.mk WORK_HOME=/design/flow/orfs finish
[./config.mk]
export PLATFORM = sky130hd
export DESIGN_NAME = Comparison
export DESIGN_NICKNAME = Comparison
export VERILOG_FILES = /design/flow/design.v
export SDC_FILE = /design/flow/constraint.sdc
export NUM_CORES = 4
export LEC_CHECK = 1
export CORE_AREA = 10 10 70 70
export DIE_AREA = 0 0 80 80
[./constraint.sdc]
current_design Comparison

set clk_period 2.3
set clk_io_pct 0.2

create_clock -name clk0 -period $clk_period

set non_clock_inputs [all_inputs -no_clocks]
set_input_delay [expr $clk_period * $clk_io_pct] -clock clk0 $non_clock_inputs
set_output_delay [expr $clk_period * $clk_io_pct] -clock clk0 [all_outputs]
==> CHANGELOG.md <==
## Flow update

* Setup CP Type: input pin to output pin
* Fp util at 6.190%
* Startpoint types: input pin
* Flop count at 0
* Chip area at 0.006400 sq mm
* Drt wl/cell at 10.44 microns
* Synth unique cells at 16
* IO Pins at 14
* Drt total wl at 1023 microns
* Seq. cell area at 0 sq um
* Max-cap violations at 0
* Max IR drop VDD at 0.03769 mV
* Synthesized area per cell at 7.048 sq um
* Antenna diode count at 0
* Initial antenna violation count at 0
* Hold WC Path Type: input pin to output pin
* Placed Cells at 91
* Yosys Chip Area at 211.5 sq um
* FILL cells at 391
* Fin crit share at 97.29%
* Via count at 327
* IO Port Bufs at 14
* Period minus WS final at 2.238 ns
* Worst-margin pin slew at 0.3550 ns
* Critical path endpoint category: output pin
* Bufs and invs on worst path at 3
* Setup violators final at 0
* Pleak at 0.2199 nW
* WHS at 1.263 ns
* Met3 usage at 0.9091%
* DRT antenna net count at 0
* Die W at 80 microns
* Power, Total at 0.1089 mW
* Share of cells above drive strength 1 at 69.23%
* DRT iter0 DRCs at 21
* Max incr delay on CP at 0.30 ns
* Hold EP: z[2]
* CP max FO at 3
* Hold path cells at 4
* Synthesis warning total at 11
* Row Count at 21
* Drt first pass iters at 2
* Die height at 80 microns
* RePlAce Congestion at 0.6682
* Met1 usage at 3.889%
* Status: completed
* Worst relative slew slack at 76.12%
* DP HPWL at 712 microns
* Cell family with most CP delay: buffers and inverters
* CP cell instances: clkdlybuf4s15_1 -> ha_4 -> nand4_1 -> o21bai_2 -> buf_4 -> o2111ai_4 -> o31ai_4 -> buf_2
* Hold Violations, Final at 0
* Finished Cell Area at 521.8 sq um
* Final Max Slew Viols at 0
* Critical Path AT at 1.78 ns
* Area after DPL at 416.7 sq um
* Hold path start: y[2]
* Pwr dens at 208.7 mW/mm^2
* Top cells excl fill/tap: buf_4 (8), clkbuf_2 (5), buf_2 (5)
* Core ar. at 0.003416 sq mm
* First-pass GRT wire length at 1662 microns
* GRT Residual Overflow at 0
* Max Freq at 0.4469 GHz
* Cts hold-fix bufs at 0
* Busiest layer in global routing: met2
* Synthesized area at 211.5 sq um
* Layout area overhead at 146.7%
* Crit-path slowest cell: ha_4
* Tool warning count at 32
* Top cell excl fill/tap: buf_4
* Ys cells at 30
* Cells after Synth at 30
* GR Util met2 at 5.297%
* DRC errors left at 0
* Via density at 3.337
* Layout Cells excl Fill at 98
* Total GRT Usage at 3.071%
* Register area share after synthesis at 0%
* Vias in the first global route at 333
* Critical Path RT at 1.84 ns
* Largest net degree at the start of global routing at 5
* Layout clock buffer count at 0
* Setup TNS at 0 ns
-- metal layers --
metal | vias to the layer above | routed length, microns
met5 | - | 0
met4 | 0 | 15
met3 | 2 | 88
met2 | 10 | 453
met1 | 157 | 465
li1 | 158 | -
-- where the power goes --
part	internal (mW)	total, mW	switching (mW)
Clock	0	0	0
Combinational	0.0594	0.109	0.0495
Sequential	0	0	0
Total	0.0594	0.109	0.0495
-- worst max path at each step --
stage,startpoint,endpoint,slack (ns),depth (start not counted)
4_1_cts,choose[0],z[3],0.02,4
5_1_grt,x[2],z[0],-0.01,8
6_report,x[2],z[0],0.06,8
-- final cells by class --
cell class,count,area [sq um],area share (%)
inverter,4,15.01,2.878
tap,46,57.56,11.03
multi-input combinational,26,296.5,56.83
timing repair buffer,22,152.6,29.26
-- logic make-up after synthesis --
| family | synth area share, % |
|---|---|
| AOI/OAI and AO/OA | 47.93 |
| buffers and inverters | 7.099 |
| adders and majority gates | 23.67 |
| and+or+nand+nor | 21.30 |
-- timing repair --
action	CTS	global route
hold endpoints to repair	0	0
resized	36	18
setup endpoints to repair	4	4
pin swaps	12	6
buffers inserted	7	0
-- stage by stage --
stage | worst slack, ns | util (%)
3_5_place_dp | -0.6032 | 12.20
3_3_place_gp | -0.5637 | 12.20
2_1_floorplan | 0.5121 | -
4_1_cts | 0.02039 | 15.35
6_report | 0.06230 | 15.27
5_1_grt | -0.01467 | 15.27
-- synthesized netlist by cell type --
cell type  count  area, sq um
nand3_1        2        10.01
inv_1          4        15.01
a21boi_0       1        7.510
o21ai_0        2        10.01
a21o_2         1        8.760
o211a_1        1        10.01
ha_1           4        50.05
nand4_1        1        6.260
nor2_1         1        3.750
o211ai_1       1        7.510
o21bai_2       1        11.26
o2111ai_1      1        8.760
o31ai_2        1        12.51
a21oi_1        5        25.02
nor2b_4        1        13.76
nand2_1        3        11.26
-- worst min-delay path, cell delays in order --
cell	delay, ns
clkbuf_2	0.10
nand3_1	0.06
a21oi_1	0.06
buf_2	0.12
Power figures rest on the tool's default switching activity, not on a simulated workload.
