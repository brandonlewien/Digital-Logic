$ cat flow/config.mk
export PLATFORM = sky130hd
export DESIGN_NAME = BCD_countdown
export DESIGN_NICKNAME = BCD_countdown
export VERILOG_FILES = /design/flow/design.v
export SDC_FILE = /design/flow/constraint.sdc
export NUM_CORES = 4
export LEC_CHECK = 1
export CORE_AREA = 10 10 91 91
export DIE_AREA = 0 0 101 101
$ cat flow/constraint.sdc
current_design BCD_countdown

set clk_period 3.7
set clk_io_pct 0.2

create_clock -name clk0 -period $clk_period [get_ports {clock}]

set non_clock_inputs [all_inputs -no_clocks]
set_input_delay [expr $clk_period * $clk_io_pct] -clock clk0 $non_clock_inputs
set_output_delay [expr $clk_period * $clk_io_pct] -clock clk0 [all_outputs]
$ cat flow/design.v
module BCD_counter(
	input [1:0] enable,
	input clock,
	output reg[3:0] one,
	output reg[3:0] ten,
	output reg[3:0] hun,
	output reg[9:0] overflow
	);
	reg state;
	always@(posedge clock) begin
		if (enable == 2'b00 || enable == 2'b01) begin
			one = 4'b0000;
			ten = 4'b0000;
			hun = 4'b0000;
			overflow = 9'b0000000000;
		end
		else if(enable == 2'b10) begin
			if(one == 4'b1001) begin
				one <= 4'b0000;
				if(ten == 4'b1001) begin
					ten <= 4'b0000;
					if(hun == 4'b1001) begin
						hun <= 4'b0000;
						if(overflow == 9'b100000000) begin
							overflow <= 9'b000000000;
						end
						else
							if(overflow == 0 && hun == 9) begin
								overflow <= 1;
							end
							else
								overflow <= overflow << 1;
					end
					else 
						hun <= hun + 4'b0001;
				end
				else 
					ten <= ten + 4'b0001;
			end
			else
				one <= one + 4'b0001;
		end
	end
endmodule
module BCD_countdown(
	input [1:0] enable,
	input bt1,
	input clock,
	input [11:0] LFSR,
	output reg flag
	);
	reg[11:0] holder;
	always@(posedge clock) begin
		if(!bt1) begin
			flag = 1'b0;
			holder <= LFSR;
		end
		else if(enable == 2'b01 && bt1) begin
			if(holder < 1'b1) begin
				flag = 1'b1;
			end
			else begin
				holder = holder - 1;
				flag = 1'b0;
			end
		end
	end
endmodule
$ cat flow/run.sh
#!/bin/bash
# OpenROAD 26Q1-2900-gdf79404cd8, Yosys 0.63+post, stock flow scripts
make -C /OpenROAD-flow-scripts/flow DESIGN_CONFIG=/design/flow/config.mk WORK_HOME=/design/flow/orfs finish
==> notes.md <==
run metrics: status=complete, no violations, global-route wire length before repair=2829 µm, yosys warning tally=1, post-CTS setup buffer count=0, final cell count without fillers=approximately 170, HP Class=register to register, synthesis area per yosys=slightly below 800 µm², nature of the critical path startpoint=input pin, Hold Violations, Final=0, row count=29, final setup margin=around 1700 ps, Detail Placement HPWL=approximately 1400 µm, Design Power=between 300 and 400 µW, Hold-fix buffers, CTS=0, post_cts resized=0, # IOs=17, Slew HR=73.07%, sequential-to-total area share from yosys stat=49.19%, initial antenna violation count=0, R2R depth=5, residual DRC count=0, Post-Place Cells=roughly 170, Finish-stage setup viols=0, minimum clock period=2032 ps, GPL Wtd Cong=~0.76, pwr dens=~350 nW/µm², Synth flops=13, CTS tree=yes, WP data arrival=2020 ps, worst setup skew after layout=2.379 ps, vias per inst=around 3.8, Worst Max-Slew Pin Slew=approximately 400 ps, Setup crit end kind=register, Initial Util=about 12%, Core ar.=roughly 6300 µm², Worst Path Max Fanout=14, I/O Buffers=16, ys cells=roughly 75, Synth Instances=75, synth top area cells=edfxtp_1 (47%), a31oi_1 (6.5%), nor2_1 (5.3%), number of max-cap violations=0, Max Clock Freq=~490 MHz, Die W=between 100 and 150 µm, clock-pin slew on the worst setup and hold paths=approximately 60 ps, post-place setup slack=approximately 1400 ps, worst hold stages=2, Tcrit/Tclk final=between 50 and 60%, area leader, netlist=edfxtp_1, OpenROAD warning count=25, H-tree depth=1, synthesis-to-layout area growth=37.54%, Max Root-Sink Buffers=2, Mean Syn Cell Area=10.31 µm², routed wire length per instance=approximately 11 µm, Unique masters post-synth=27, Routed Antenna Nets=0, First DRT Iteration DRCs=21, number of fill cells=just under 700, Crit Path Class=input pin to register, die area=around 10000 µm², Initial DRT Pass Iterations=4, maximum VDD drop=between 0.15 and 0.2 mV, number of global-route vias before repair=between 500 and 600, final wirelength=approximately 1800 µm, Post-Route Utilization=16.75%, Die Y=101 µm, total global routing overflow=0, post-synth top area share=46.60%, clk sink count=13, total number of vias=~640, Antenna Cells=0, TNS Setup=0 ps, Req. time, crit path=3690 ps, Post-Syn Area=about 770 µm², Pleak=between 0.0003 and 0.0004 µW, Max Slew Vio Count=0, clk latency late pin=approximately 240 ps, Total GRT Usage=under 10%, RSZ-0062 raised after global routing=false, fraction of layout cells with a size suffix above 1=14.13%, Clock Tree Root=clkbuf_8, CTS Buf Count=3, largest net degree at the start of global routing=15
## per-stage QoR
stage          hold WS, ps  instance area [µm²]
2_1_floorplan        420.5                773.2
3_3_place_gp         448.9                 1018
3_5_place_dp         450.7                 1018
4_1_cts              458.7                 1064
5_1_grt              476.3                 1064
6_report             455.3                 1064
## final cells by class
| type | instances | area, µm² | share of cell area [%] |
|---|---|---|---|
| sequential | 13 | 380.4 | 35.76 |
| timing repair buffer | 18 | 175.2 | 16.47 |
| multi-input combinational | 55 | 359.1 | 33.76 |
| clock buffer | 4 | 45.04 | 4.235 |
| inverter | 2 | 7.507 | 0.7059 |
| tap | 77 | 96.34 | 9.059 |
## synth_stat cells
| library cell | count |
|---|---|
| a21boi_1 | 1 |
| a21oi_1 | 3 |
| a31oi_1 | 8 |
| buf_6 | 1 |
| clkbuf_1 | 4 |
| dfxtp_1 | 1 |
| edfxtp_1 | 12 |
| ha_1 | 1 |
| inv_1 | 2 |
| mux2_2 | 1 |
| nand2_1 | 1 |
| nand2b_1 | 3 |
| nor2_1 | 11 |
| nor3_1 | 1 |
| nor3b_1 | 1 |
| o21ai_0 | 2 |
| o31ai_1 | 5 |
| o41ai_1 | 1 |
| or2_2 | 1 |
| or3_1 | 2 |
| or3_2 | 1 |
| or4_1 | 5 |
| or4_2 | 2 |
| or4_4 | 1 |
| or4b_2 | 2 |
| xnor2_1 | 1 |
| xor2_1 | 1 |
## flip-flops by register name (all words and copies together), names as in the netlist
name / cells
flag: 1
holder: 12
## routing by layer
metal  vias up  track usage, %  routed length [µm]
met5         -               0                   0
met1       284           4.179                 790
met4         0          0.7503                  48
met3         2           2.010                 216
li1        329               -                   -
met2        24           5.209                 791
## final timing paths
check / startpoint / endpoint / slack, ps
worst min register to register: flag / flag / 460
worst max register to register: holder[0] / flag / 1690
worst min-delay path: flag / flag / 460
worst max-delay path: bt1 / holder[0] / 1670
## cells in the final DEF, fill, tap and decap left out, drive strengths merged, types with 2 or more instances in the layout
master,instances
clkdlybuf4s50,16
edfxtp,12
nor2,11
a31oi,8
or4,8
o31ai,5
clkbuf,4
nand2b,3
a21oi,3
or3,3
inv,2
o21ai,2
or4b,2
buf,2
## where the power goes
part / switching (µW) / internal, µW
Combinational: 25.2 / 31.9
Sequential: 12.1 / 178
Clock: 49.5 / 76.0
Total: 86.7 / 286
## worst max-delay path, cell delays in order
cell	delay, ps
clkdlybuf4s50_1	710
buf_4	270
o21ai_0	100
buf_4	200
## logic make-up (layout without fill, tap and decap cells)
group	Yosys count	after routing	share of synthesized area, %
AOI/OAI and AO/OA	20	20	16.67
and+or+nand+nor	31	31	24.43
buffers and inverters	7	24	4.369
muxes	1	1	1.456
DFF	13	13	49.19
xor gates and xnor gates	2	2	2.266
adders and majority gates	1	1	1.618
No activity file was given, so power comes from the tool's default toggle rates.
